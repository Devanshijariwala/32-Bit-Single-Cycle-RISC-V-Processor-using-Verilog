===== design/flow/config.mk =====
export PLATFORM = sky130hd
export DESIGN_NAME = Registerfile
export DESIGN_NICKNAME = Registerfile
export VERILOG_FILES = /design/flow/design.v
export SDC_FILE = /design/flow/constraint.sdc
export NUM_CORES = 4
export LEC_CHECK = 1
export CORE_UTILIZATION = 40

===== design/flow/constraint.sdc =====
current_design Registerfile

set clk_period 30.4
set clk_io_pct 0.2

create_clock -name clk0 -period $clk_period [get_ports {clk}]

set non_clock_inputs [all_inputs -no_clocks]
set_input_delay [expr $clk_period * $clk_io_pct] -clock clk0 $non_clock_inputs
set_output_delay [expr $clk_period * $clk_io_pct] -clock clk0 [all_outputs]

===== design/flow/design.v =====
module Registerfile #(parameter Width = 32)(
input clk,RegWrite,
input [4:0]A1,
input [4:0]A2,
input [4:0]A3,
input [Width-1:0] WD3,
output [Width-1:0] RD1, RD2,result);
reg [Width-1:0] Register [Width-1:0];
initial
begin
Register[0] = 32'h00000000;
Register[1] = 32'h00000001;
Register[2] = 32'h00000002;
Register[3] = 32'h00000001;
Register[4] = 32'h00000008;
Register[5] = 32'h00000005;
Register[6] = 32'h00000006;
Register[7] = 32'h00000007;
Register[8] = 32'h00000008;
Register[9] = 32'h00000008;
Register[10] = 32'h00000010;
end
always @(posedge clk)
begin
if(RegWrite)
Register[A3] <= WD3;  
end
assign RD1 = (A1 != 0) ? Register[A1] : 0;  
assign RD2 = (A2 != 0) ? Register[A2] : 0;
assign result=Register[A3];
endmodule

===== design/flow/run.sh =====
#!/bin/bash
# OpenROAD 26Q1-2900-gdf79404cd8, Yosys 0.63+post, stock flow scripts
make -C /OpenROAD-flow-scripts/flow DESIGN_CONFIG=/design/flow/config.mk WORK_HOME=/design/flow/orfs finish

==> job_summary.md <==
## PnR job results

| Metric | Value |
|---|---|
| Final WS setup | about 14 ns |
| Wire length per cell | just over 40 µm |
| Routed Antenna Nets | 0 |
| Max-slew violations | 0 |
| First-pass GRT wire length | approximately 290000 µm |
| Setup Total Neg Slack | 0 ns |
| Wl on met1 | between 50000 and 60000 µm |
| Core area | ~140000 µm² |
| Worst-Margin Slew | 1.17 ns |
| GRT Total Usage | around a third |
| Clock Sinks | roughly 1000 |
| Initial antenna violation count | 10 |
| Pre-CTS worst setup slack | between 10 and 15 ns |
| Max IR drop VDD | around 0.05 mV |
| Min-delay worst type | in -> reg |
| Slew margin rel. | 21.6% |
| Cell mode on critical path | buf_4 |
| Cell total after placement | approximately 4700 |
| Top layer in use | met5 |
| Final Non-Filler Cells | 4918 |
| Post-CTS setup buffers | 0 |
| Power Total | 3.47 mW |
| Chip area | between 100000 and 150000 µm² |
| Hold WS | just over 6 ns |
| CTS Hold Bufs | 0 |
| 1st-pass router iterations | 7 |
| Critical setup path kind | in -> out |
| CP arrival | around 10 ns |
| Final setup viols | 0 |
| Post-cts gate resize count | 0 |
| Final wirelength | 204000 µm |
| Post-Syn Area per Cell | 18.9 µm² |
| Clock transition at path regs | about 0.060 ns |
| Status | finished, final reports clean |
| Cells after Synth | 2914 |
| Crit path largest cell delay | around 0.7 ns |
| CTS tree | built |
| Area leader share | between 50 and 60% |
| Seq cells post-synth | between 1000 and 1500 |
| GRT overflow | 0 |
| Chip Area, Yosys | ~55000 µm² |
| Clock buffer count from CTS | 110 |
| Synth cell types | approximately 45 |
| Crit-path max FO | 21 |
| CTS Root Cell | clkbuf_16 |
| Largest net degree at the start of global routing | 95 |
| Final hold vios | 0 |
| Max reg flops | between 1000 and 1500 |
| Fin crit share | a little over half |
| Area delta synth->final | 13.7% |
| DR DRC count | 0 |
| Layout cells sized above 1 | about 38% |
| Synth Warn # | 1 |
| Gpl congestion | about 0.94 |
| Met3 WL | between 40000 and 50000 µm |
| Most frequent cells in the layout | edfxtp_1 (1024), mux4_2 (696), a22oi_1 (192) |
| Bufs on Longest Clock Path | 3 |
| # Cells Yosys | just under 3000 |
| CP required | 24.32 ns |
| Async set-reset flop share out of synthesis | 0% |
| FP Core Util | between 40% and 50% |
| CP Cell Sequence | buf_2 -> buf_4 -> or2_2 -> or4_2 -> buf_4 -> o21ai_1 -> a311oi_1 -> clkdlybuf4s50_1 |
| Dominant cell type by area after synthesis | edfxtp_1 |
| Most used DFF post-synth | edfxtp_1 |
| DRT iter0 DRCs | about 2700 |
| Most used logic cell in the final layout | edfxtp_1 |
| Cell area after synthesis | about 55000 µm² |
| # fillers | 10900 |
| Post-synth EDFFs | around 1000 |
| Vias in the first global route | 39500 |
| Power per Cell Area | 55.4 nW/µm² |
| Slowest-stage cell, CP | a311oi_1 |
| Biggest regs | Register x1024 |
| Die height | approximately 370 µm |
| Cell row count | between 100 and 150 |
| Die Wd | 373 µm |
| Io pins | around 150 |
| FMAX | slightly above 0.06 GHz |
| Via density | approximately 7.1 |
| DR vias | 35100 |
| H-Tree Depth | 3 |
| RSZ-0062 raised after global routing | no |
| Port-buffer cells | roughly 140 |
| Startpoint class of the critical path | input pin |
| Sequential cell area fraction in the yosys report | between 50% and 60% |
| HPWL after DPL | approximately 120000 µm |
| Tool Warnings | 26 |
| Top reg by flops | Register |
| Tmin final | between 15 and 20 ns |
| Max_cap viols | 0 |
| Leakage | between 15 and 20 nW |
| Met2 wirelength from detailed routing | about 90000 µm |
| Top cells by area | edfxtp_1 (56%), mux4_2 (28%), a22oi_1 (2.6%) |
| Critical Path Sink Type | output port |
## layer usage
| metal | vias to the layer above | GRT usage (%) |
|---|---|---|
| li1 | 13300 | - |
| met1 | 17500 | 31.8 |
| met2 | 3495 | 44.8 |
| met3 | 734 | 29.8 |
| met4 | 22 | 15.4 |
| met5 | - | 1.50 |
## worst max-delay path: cells and delay by family
kind	cells	cell delay, ns
AOI/OAI and AO/OA	2	0.88
and+or+nand+nor	2	0.94
buffers and inverters	4	2.38
## report_power, final
part / leakage (nW) / switching [mW] / internal (mW)
combinational: 8.08 / 0.222 / 0.171
sequential: 9.22 / 0.0106 / 1.57
clock: 1.95 / 0.581 / 0.911
## Yosys cell counts (3+ instances only)
library cell	instances
mux2i_1	128
nand3b_1	3
edfxtp_1	1024
clkbuf_1	99
mux2_2	64
nor2_1	40
buf_4	50
o21ai_0	4
buf_2	92
buf_1	10
nor2b_1	66
a211oi_1	64
nand4_1	32
o2111ai_1	18
a311oi_1	64
a221oi_1	46
and2_1	3
mux4_1	6
buf_6	36
o21ai_1	106
nand2_1	40
a22oi_1	192
mux4_2	696
## worst paths after layout
path	start	endpoint	slack, ns	cells after the start
worst max-delay path	A1[3]	RD1[19]	13.98	8
worst min-delay path	WD3[2]	Register[15][2]	6.16	2
## kinds of logic (layout without fill, tap and decap cells)
group | count (synthesis) | after routing | share of synthesized area (%)
flip-flops | 1024 | 1024 | 55.9
multiplexers | 896 | 896 | 32.5
AND-OR/OR-AND | 494 | 494 | 6.53
buffers and inverters | 294 | 514 | 3.10
AND/OR/NAND/NOR | 206 | 206 | 2.02
other | 0 | 3 | 0
## final cells by class
type,count,area (µm²),share of cell area [%]
clock inverters,79,1120,1.79
repair buffers,308,2700,4.31
well taps,1781,2230,3.56
diodes,3,7.51,0.0120
flip-flops and latches,1024,30700,49.1
clock buffers,125,2890,4.62
multi-input cells,1596,22900,36.6
inverters,2,12.5,0.0200
## per-stage QoR
stage | cell area, µm² | utilization [%]
floorplan | 55000 | -
global placement | 58600 | 43.1
detailed placement | 58600 | 43.1
CTS | 62600 | 46.0
global route | 62600 | 46.0
finish | 62600 | 46.0
Power and IR drop assume default switching activity.
