## config.mk

```make
export PLATFORM = sky130hd
export DESIGN_NAME = DataMemory
export DESIGN_NICKNAME = DataMemory
export VERILOG_FILES = /design/flow/design.v
export SDC_FILE = /design/flow/constraint.sdc
export NUM_CORES = 4
export LEC_CHECK = 1
export CORE_UTILIZATION = 40
export SYNTH_MEMORY_MAX_BITS = 65536
```

## design.v

```verilog
module DataMemory #(parameter Width = 32)
(input clk,MemWrite,MemRead, 
input [Width-1:0] ALUResult,WriteData,  
output [Width-1:0] ReadData);
reg [Width-1:0] mem1[511:0];
initial
begin
mem1[0] = 32'h00000000;
mem1[1] = 32'h00000000;
mem1[2] = 32'h00000000;
mem1[3] = 32'h00000000;
mem1[4] = 32'h00000000;
mem1[5] = 32'h00000000;
mem1[6] = 32'h00000000;
mem1[7] = 32'h00000000;
mem1[8] = 32'h00000000;
mem1[9] = 32'h00000000;
mem1[10] = 32'h00000000;
mem1[11] = 32'h00000000;
mem1[12] = 32'h00000000;
mem1[13] = 32'h00000000;
mem1[14] = 32'h00000000;
mem1[15] = 32'h00000000;
mem1[16] = 32'h00000000;
mem1[17] = 32'h00000000;
mem1[18] = 32'h00000000;
mem1[19] = 32'h00000000;
mem1[20] = 32'h00000000;
mem1[21] = 32'h00000000;
mem1[22] = 32'h00000000;
mem1[23] = 32'h00000000;
mem1[24] = 32'h00000000;
mem1[25] = 32'h00000000;
mem1[26] = 32'h00000000;
mem1[27] = 32'h00000000;
mem1[28] = 32'h00000000;
mem1[29] = 32'h00000000;
mem1[30] = 32'h00000000;
end
always @(posedge clk)
begin
if(MemWrite==1'b1)
mem1[ALUResult] <= WriteData;
end
assign ReadData = (MemRead==1'b1) ? mem1[ALUResult]: 32'd0; 
endmodule
```

## run.sh

```bash
#!/bin/bash
# OpenROAD 26Q1-2900-gdf79404cd8, Yosys 0.63+post, stock flow scripts
make -C /OpenROAD-flow-scripts/flow DESIGN_CONFIG=/design/flow/config.mk WORK_HOME=/design/flow/orfs finish
```

## constraint.sdc

```tcl
current_design DataMemory

set clk_period 124.8
set clk_io_pct 0.2

create_clock -name clk0 -period $clk_period [get_ports {clk}]

set non_clock_inputs [all_inputs -no_clocks]
set_input_delay [expr $clk_period * $clk_io_pct] -clock clk0 $non_clock_inputs
set_output_delay [expr $clk_period * $clk_io_pct] -clock clk0 [all_outputs]
```

==> impl_metrics.env <==
# implementation run metrics
export IMPL_wirelength_um=1940000
export IMPL_warning_count=70
export IMPL_cts_resized=0
export IMPL_fp_util=0.4015
export IMPL_drive_gt1_frac=0.2652
export IMPL_gr_usage_all_layers=0.2724
export IMPL_edf_count=16384
export IMPL_pre_cts_slack_ns=64.86
export IMPL_ys_warn_count=1
export IMPL_arrival_ns=35.40
export IMPL_cts_tree="built"
export IMPL_fill_cells=124619
export IMPL_numClockSinks=16384
export IMPL_grt_max_degree=126
export IMPL_drc_errors=0
export IMPL_timing_slew_headroom=0.05879
export IMPL_cts_max_path_buffers=6
export IMPL_cts_inserted_buffers=1652
export IMPL_syn_inst=28394
export IMPL_max_flop_register="mem1"
export IMPL_setup_slack_ns=64.44
export IMPL_avgViaCountPerCell=5.859
export IMPL_die_x_um=1252
export IMPL_ys_types=72
export IMPL_initialDrtViolationCount=20994
export IMPL_synthArstFlopShare=0
export IMPL_cts_setup_buffers=0
export IMPL_ys_seq_frac=0.7876
export IMPL_p_total_mw=11.43
export IMPL_fin_crit_ns=60.36
export IMPL_finalSetupViolCount=0
export IMPL_die_h_um=1252
export IMPL_slowest_stage="o31ai_1"
export IMPL_fmax_ghz=0.01657
export IMPL_grt_pass1_vias=336962
export IMPL_netlist_area_um2=624700
export IMPL_htree_levels=7
export IMPL_dr_pass1_iters=8
export IMPL_max_cap_viol_count=0
export IMPL_grt_pass1_wl_um=2655000
export IMPL_syn_avg_cell_area_um2=22.00
export IMPL_clk_pin_slew_ns=0.06
export IMPL_critPathMaxStageDelay_ns=1.05
export IMPL_critPathMaxFanout=32
export IMPL_hpwl_um=1167000
export IMPL_core_um2=1556000
export IMPL_worst_setup_path_end_kind="output pin"
export IMPL_worstPathCellList="buf_16, buf_4, buf_4, buf_4, buf_4, buf_4, buf_4, buf_4, buf_4, mux4_2, a22oi_1, nand2_1, o31ai_1, o211ai_1, or4_1, o31a_1, clkdlybuf4s50_1"
export IMPL_numSynthFlops=16384
export IMPL_antenna_found_initial=197
export IMPL_cp_common_cell="buf_4"
export IMPL_vias=309347
export IMPL_wl_per_cell_um=36.74
export IMPL_die_area_um2=1567000
export IMPL_outcome="completed"
export IMPL_vdd_ir_drop_max_mv=0.01322
export IMPL_ioPinCount=99
export IMPL_hold_buffers=0
export IMPL_hold_viol=0
export IMPL_ys_cells=28394
export IMPL_crit_required_ns=99.84
export IMPL_fin_setup_tns_ns=0
export IMPL_p_leak_nw=224.0
export IMPL_largestRegisters="mem1 x16384"
export IMPL_min_period_over_period=0.4836
export IMPL_p_per_area_nw_per_um2=15.93
export IMPL_ys_area_um2=624700
export IMPL_synthToLayoutAreaGrowth_pct=14.80
export IMPL_start_kind="input pin"
export IMPL_portBuffers=75
export IMPL_tightest_slew_ns=1.373
export IMPL_criticalPathCategory="input pin to output pin"
export IMPL_ff_type="edfxtp_1"
export IMPL_root_buffer="clkbuf_16"
export IMPL_holdCritPathClass="input pin to flop"
export IMPL_drtAntennaViolNets=0
export IMPL_gp_congestion=0.9833
export IMPL_grt_overflow_total=0
export IMPL_rsz0062_at_grt="false"
export IMPL_rows=458
export IMPL_drv_slew=0
export IMPL_largest_register_ff_count=16384
-- synth_stat cells (110+ instances only) --
library cell,count,area (µm²)
edfxtp_1,16384,492000
mux4_2,3223,72590
mux2i_1,2027,20290
a22oi_1,890,6681
buf_2,684,3423
clkbuf_1,661,2481
o22ai_1,607,3797
nor2_1,585,2196
o21ai_0,401,2007
a21oi_1,389,1947
nand2_1,307,1152
nand3_1,281,1406
mux2_2,205,2308
buf_1,187,701.9
o211ai_1,150,1126
nor4_1,121,757.0
a31oi_1,112,700.7
a22o_1,110,963.4
-- power breakdown --
part	leakage, nW	internal (mW)	total [mW]	switching, mW
registers	147	6.06	6.06	0.00135
logic	51.3	0.170	0.542	0.372
clock network	25.4	2.79	4.82	2.04
-- worst max-delay path: cells and delay by family --
family                 cells  cell delay [ns]
AND/OR/NAND/NOR            2             1.34
multiplexers               1             0.56
buffers and inverters     10             5.39
AND-OR/OR-AND              4             2.59
-- layout make-up --
cell class / instances / area (µm²) / share of cell area
antenna: 460 / 1151 / 0.001605
clock buffer: 1968 / 42890 / 0.05980
clock inverter: 958 / 9135 / 0.01274
inverter: 37 / 155.1 / 0.0002163
multi-input combinational: 10296 / 130000 / 0.1813
sequential: 16384 / 492000 / 0.6860
tap: 20700 / 25900 / 0.03611
timing repair buffer: 1996 / 15890 / 0.02215
-- stage by stage --
| stage | hold WS (ns) | area [µm²] | utilization | instances |
|---|---|---|---|---|
| finish | 24.03 | 717200 | 0.4609 | 52799 |
| global route | 24.03 | 716900 | 0.4608 | 52690 |
| CTS | 23.96 | 716000 | 0.4602 | 52338 |
| global placement | 25.38 | 664000 | 0.4268 | 49412 |
| detailed placement | 25.38 | 664000 | 0.4268 | 49412 |
| floorplan | 25.06 | 624700 | - | 28394 |
-- layer usage --
| metal | wire [µm] | GRT usage |
|---|---|---|
| met1 | 497800 | 0.2506 |
| met2 | 867100 | 0.3746 |
| met3 | 439200 | 0.2726 |
| met4 | 119900 | 0.1281 |
| met5 | 15580 | 0.08709 |
-- path summary, 6_finish.rpt --
path / from / end / slack, ns / depth (start not counted)
max: ALUResult[0] / ReadData[23] / 64.44 / 17
min: WriteData[28] / mem1[263][28] / 24.03 / 1
-- placed cells by master, fill, tap and decap left out, drive strengths merged, types with 47 or more instances in the layout --
cell,synthesis,routed
mux2,205,205
diode,0,460
clkinv,1,705
edfxtp,16384,16384
mux4,3223,3223
inv,36,65
nor3,69,69
clkinvlp,0,57
a21oi,389,389
nand2,307,307
nor2,586,586
bufinv,0,168
nor4,121,121
nand3,281,281
mux2i,2027,2027
or4,51,51
a22o,110,110
o22ai,607,607
a221oi,88,88
and3,82,82
a32oi,47,47
o211ai,150,150
a211oi,68,68
buf,1015,1959
o21ai,401,401
nand4,103,103
a22oi,890,890
clkbuf,661,1969
a31oi,112,112
-- cell families (layout without fill, tap and decap cells) --
family | Yosys count | after routing | share of synthesized area
compound gates | 3104 | 3104 | 0.03377
mux | 5455 | 5455 | 0.1524
simple gates | 1737 | 1737 | 0.01354
flops | 16384 | 16384 | 0.7876
other cells | 0 | 460 | 0
buf+inv | 1714 | 4959 | 0.01275
Power is estimated from default activity; no workload was simulated.
