==> design/flow/constraint.sdc <==
current_design instructionmemory

set clk_period 1.5
set clk_io_pct 0.2

create_clock -name clk0 -period $clk_period

set non_clock_inputs [all_inputs -no_clocks]
set_input_delay [expr $clk_period * $clk_io_pct] -clock clk0 $non_clock_inputs
set_output_delay [expr $clk_period * $clk_io_pct] -clock clk0 [all_outputs]
==> design/flow/design.v <==
module instructionmemory(PC, RD);
	input [31:0]PC;
	output [31:0] RD;
reg [31:0] mem1[511:0];
initial
begin
mem1[0] = 32'h00108113;
mem1[1] = 32'h00108113;      
mem1[2] = 32'h00302123;  
mem1[3] = 32'h003101B3;  
mem1[4] = 32'h003021A3;  
mem1[5] = 32'h00010093;  
mem1[6] = 32'h00108113;  
mem1[7] = 32'h003101B3;  
mem1[8] = 32'h00302223;  
mem1[9] = 32'h00010093;  
mem1[10] = 32'h00108113;  
mem1[11] = 32'h003101B3;  
mem1[12] = 32'h003022A3;  
mem1[16] = 32'h00302323;  
mem1[20] = 32'h003023A3;  
mem1[44] = 32'h00902383;  
mem1[45] = 32'h00A02383;  
mem1[46] = 32'h00B02383;  
mem1[47] = 32'hFE420AE3;  
end
assign RD = mem1[PC];
endmodule
==> design/flow/run.sh <==
#!/bin/bash
# OpenROAD 26Q1-2900-gdf79404cd8, Yosys 0.63+post, stock flow scripts
make -C /OpenROAD-flow-scripts/flow DESIGN_CONFIG=/design/flow/config.mk WORK_HOME=/design/flow/orfs finish
==> design/flow/config.mk <==
export PLATFORM = sky130hd
export DESIGN_NAME = instructionmemory
export DESIGN_NICKNAME = instructionmemory
export VERILOG_FILES = /design/flow/design.v
export SDC_FILE = /design/flow/constraint.sdc
export NUM_CORES = 4
export LEC_CHECK = 1
export CORE_AREA = 10 10 70 70
export DIE_AREA = 0 0 80 80
export SYNTH_MEMORY_MAX_BITS = 65536
==> results.txt <==
Status -> finished with violations
Failing checks -> negative setup slack
Post-DRT Antenna Nets -> 0
Ys Warns -> 1
DR iter-0 viols -> 33
Overall Power -> 0.2532 mW
Pins Over Slew Limit -> 0
Ant. Diodes -> 0
Mapped Area -> 508.0 µm²
Final Cycle Share -> 116.3%
Router iterations before antenna repair -> 4
FP Core Util -> 14.87%
Arrival time worst endpoint -> 1440 ps
Die width -> 80 µm
Leakage power -> 0.6170 nW
Hold/Removal Path Class -> in2out
RePlAce Congestion -> 0.7634
DR vias/cell -> 3.896
Num ports -> 64
RSZ-0062 raised after global routing -> yes
Max Clk Rate -> 0.5732 GHz
Top logic family -> buffers and inverters
Yosys xor share -> 1.724%
Top cells excl fill/tap -> buf_4, buf_6, dlymetal6s2s_1, conb_1, buf_2
CTS Hold Bufs -> 0
Synthesis-to-finish area growth -> 110.1%
WL final -> 2021 µm
Post-synth seq share -> 0%
Tool warnings -> 65
Comb power frac -> 100.0%
Wire per inst -> 13.12 µm
Die span in y -> 80 µm
Worst setup margin -> -244.6 ps
GRT Util Overall -> 5.035%
Crit-path max FO -> 3
Fa+ha+maj area frac -> 14.78%
Pin count of the biggest net entering global routing -> 12
Overflow after GRT -> 0
Hold_sp -> PC[5]
Die Size -> 6400 µm²
Core area -> 3416 µm²
Registers -> 0
First-pass GRT wire length -> 2753 µm
# Cells Yosys -> 72
Seq pwr share -> 0%
Synthesis area per yosys -> 508.0 µm²
Core Rows -> 21
Final setup viols -> 8
Int Pwr -> 0.1482 mW
Yosys cell types -> 29
Final Hold Viols -> 0
Flop area -> 0 µm²
Pwr Density -> 237.2 nW/µm²
Post-synthesis instance total -> 72
Setup crit end kind -> output port
Port Buffers -> 28
Synth Area per Inst -> 7.055 µm²
Share of layout cells above drive strength 1 -> 59.26%
Most numerous logic cell after layout -> buf_4
Crit path kind -> in2out
Aoi share -> 20.44%
Detailed placement HPWL -> 1236 µm
Simple-Gate Area Share -> 19.46%
Worst hold slack -> 1012 ps
DR vias -> 600
Clk_buf instances -> 0
Final min period -> 1745 ps
Sw Share -> 41.46%
MUX share of area -> 3.941%
Switching pwr -> 0.1050 mW
Number of max-cap violations -> 0
Clock power frac -> 0%
Peak VDD IR -> 0.05250 mV
DRC viols -> 0
Initial antenna violation count -> 0
Worst Hold End -> RD[5]
WP data required -> 1200 ps
Layout Utilization -> 31.25%
Vias in the first global route -> 599
Hold depth -> 4
Startpoint types -> input port
-- cell type report --
cell class | instances | area (µm²)
fill | 336 | 2349
multi-input combinational | 51 | 500.5
timing repair buffer | 52 | 488.0
tap | 46 | 57.56
inverter | 5 | 21.27
-- worst max-delay path, cell delays in order --
cell	delay [ps]
buf_8	100
buf_6	110
or4_4	520
o22ai_4	170
buf_6	110
a21oi_2	20
buf_2	110
-- cell families (layout without fill, tap and decap cells) --
logic type / after synthesis / after routing
buf+inv: 29 / 57
compound gates: 16 / 16
fa+ha+maj: 6 / 6
xor+xnor: 1 / 1
simple gates: 16 / 16
mux: 2 / 2
other cells: 2 / 10
-- power by group through the flow --
stage | sequential (mW) | combinational, mW | clock, mW
after global routing | 0 | 0.277 | 0
after CTS | 0 | 0.222 | 0
final | 0 | 0.253 | 0
-- worst max path at each step --
stage	to	slack (ps)	depth (start not counted)	from
CTS	RD[5]	-280	7	PC[1]
global route	RD[5]	-300	8	PC[0]
finish	RD[5]	-240	7	PC[1]
-- routing by layer --
| layer | track usage, % | vias to the layer above | share of wire [%] |
|---|---|---|---|
| li1 | - | 287 | - |
| met1 | 6.201 | 287 | 44 |
| met2 | 9.149 | 24 | 46 |
| met3 | 1.136 | 2 | 9.3 |
| met4 | 0 | 0 | 0.64 |
| met5 | 0 | - | 0 |
-- synth_stat cells, drive strengths merged, types with 2 or more instances --
library cell / number / area share (%)
a21oi: 8 / 7.9
and2: 2 / 2.5
buf: 23 / 34
conb: 2 / 1.5
ha: 6 / 15
inv: 5 / 3.7
mux2i: 2 / 3.9
nand2: 3 / 2.2
nor2: 2 / 1.5
o21a: 2 / 3.0
o22ai: 2 / 3.7
or3b: 2 / 3.4
-- what timing repair did --
| action | in CTS | in global routing |
|---|---|---|
| pin swaps | 14 | 11 |
| endpoints found under the setup margin | 22 | 21 |
| gates resized | 79 | 35 |
| cloned | 1 | 0 |
| setup buffers | 12 | 3 |
-- stage by stage --
stage                     TNS [ps]  cell area (µm²)  worst slack, ps  cells
after floorplan                  0            540.5            71.14     80
after global placement      -16380            783.3           -881.4    139
after detailed placement    -17020            783.3           -900.0    139
after CTS                    -4319            944.7           -283.6    152
after global routing         -1458             1067           -296.8    154
final                       -985.8             1067           -244.6    154
No activity file was given, so power comes from the tool's default toggle rates.
